==> flow/design.v <==
module clock_divider(
    input wire clk_50MHz,
    output reg clk_1kHz,
    output reg clk_1Hz
);
    reg [15:0] counter_1kHz = 0;
    reg [24:0] counter_1Hz = 0;
    always @(posedge clk_50MHz) begin
            if (counter_1kHz == 24_999) begin
                counter_1kHz <= 0;
                clk_1kHz <= ~clk_1kHz;
            end else begin
                counter_1kHz <= counter_1kHz + 1;
            end
    end
    always @(posedge clk_50MHz) begin
            if (counter_1Hz == 24_999_999) begin
                counter_1Hz <= 0;
                clk_1Hz <= ~clk_1Hz;
            end else begin
                counter_1Hz <= counter_1Hz + 1;
            end
    end
endmodule
==> flow/run.sh <==
#!/bin/bash
# OpenROAD 26Q1-2900-gdf79404cd8, Yosys 0.63+post, stock flow scripts
make -C /OpenROAD-flow-scripts/flow DESIGN_CONFIG=/design/flow/config.mk WORK_HOME=/design/flow/orfs finish
==> flow/config.mk <==
export PLATFORM = sky130hd
export DESIGN_NAME = clock_divider
export DESIGN_NICKNAME = clock_divider
export VERILOG_FILES = /design/flow/design.v
export SDC_FILE = /design/flow/constraint.sdc
export NUM_CORES = 4
export LEC_CHECK = 1
export CORE_AREA = 10 10 109 109
export DIE_AREA = 0 0 119 119
==> flow/constraint.sdc <==
current_design clock_divider

set clk_period 4.2
set clk_io_pct 0.2

create_clock -name clk0 -period $clk_period [get_ports {clk_50MHz}]

set non_clock_inputs [all_inputs -no_clocks]
set_input_delay [expr $clk_period * $clk_io_pct] -clock clk0 $non_clock_inputs
set_output_delay [expr $clk_period * $clk_io_pct] -clock clk0 [all_outputs]
==> run notes <==
flow finished, numbers: number of buffers created by CTS=5, Mean Syn Cell Area=9.442 um^2, clk buf depth=2, Core Util at FP=19.00%, final core occ=21.66%, Worst path top cell family by delay=simple AND/OR/NAND/NOR gates, most used logic cell in the final layout=dfxtp_1, Synth mux share=0%, setup tns final=0 ns, # port buffers=2, antenna-violating nets left=0, Synth Seq Share=48.09%, Slew Limit Headroom=40.72%, Setup Skew=0.007073 ns, GP Congestion=0.7788, distinct lib cells=32, # IOs=3, # rows=36, chip width=119 um, Synth logic family=simple AND/OR/NAND/NOR gates, core area=9639 um^2, kind of critical path=reg2reg, fmax=474.7 MHz, GRT overflow=0, Max Cap Viol=0, Via density=3.967, Tcrit/Tclk final=50.15%, XOR Share, Synth=11.48%, first-pass GRT wire length=5.133 mm, yosys stat chip area=1832 um^2, Worst Path Buf+Inv=0, Crit Path Max Fanout=16, setup slack at placement=2.055 ns, Ant. Diodes=0, Post-Layout Cell Count=330, static leakage=0.7879 nW, cell area power density=344.3 nW/um^2, CTS Hold Buffers Added=0, setup bufs post-CTS=0, Setup crit end kind=register, critical path required time=4.13 ns, Least-Margin Pin Slew=0.8818 ns, gr usage total=4.060%, initial antenna violation count=0, Top cells excl fill/tap=41 x dfxtp_1, 17 x nand2_1, 14 x nor2_1, layout cells sized above 1=6.091%, CP max stage cell=nor4_4, via count=1309, vias in the first global route=1167, hold crit path type=reg2reg, Routed wire per std cell=8.764 um, Post-Synth Simple-Gate Area=28.01%, Die Span Y=119 um, area delta synth->final=14.00%, Cell Chain, Critical Path=and4_1 -> nand3b_1 -> nor4_4, clock slew at reported path FFs=0.08 ns, tool warning count=25, drt drc=0, CTS H-tree depth=2, final wirelength=2.892 mm, RSZ-0062 raised after global routing=no, fin crit period=2.106 ns, initial DRC count=61, CTS resizes=0, yosys cell count=194, root buf cell=clkbuf_8, Synth Instances=194, Initial DRT Pass Iterations=4, max-slew violations=0, Arr. time, crit path=2.04 ns, DP HPWL=1.971 mm, slowest stage delay, CP=0.78 ns, crit start category=register, # setup viols final=0, Die Size=14160 um^2, CTS tree=done, largest net degree at the start of global routing=17, clock latency at the later pin of the worst-skew pair=0.29 ns, Synth Area in Adders=1.366%, CTS Sinks=43, outcome=finished clean, mapped cell area=1832 um^2, placed cell count=323, final setup margin=2.094 ns, synth warn=1, worst vdd ir=0.2665 mV, Compound Share, Synth=7.650%, FF+latch count, synth=43, number of fill cells=1070, Hold Violations, Final=0
## final cells by class
cell class	count	area (um^2)	share of cell area, %
multi-input cells	138	888.4	42.54
flip-flops and latches	43	880.8	42.18
well taps	133	166.4	7.969
clock buffers	5	68.82	3.295
clock inverters	2	37.54	1.797
inverters	7	26.28	1.258
repair buffers	2	20.02	0.9587
## metrics by stage
step / instance area (um^2) / hold slack (ns) / power [mW]
floorplan: 1832 / 0.4111 / 0.4195
global placement: 1982 / 0.4241 / 0.4195
detailed placement: 1982 / 0.4298 / 0.4195
CTS: 2088 / 0.4423 / 0.7293
global route: 2088 / 0.4693 / 0.7450
finish: 2088 / 0.4399 / 0.7190
## layer usage
| layer | global-route usage, % | share of wire, % | vias up |
|---|---|---|---|
| met4 | 0.7634 | 2.2 | 0 |
| met3 | 0.9592 | 3.6 | 6 |
| met5 | 0 | 0 | - |
| li1 | - | - | 689 |
| met2 | 6.293 | 43 | 15 |
| met1 | 5.724 | 51 | 599 |
## worst paths after layout
kind                                startpoint  slack (ns)  cells past startpoint              to
worst max-delay path            counter_1Hz[2]        2.09                      3         clk_1Hz
worst min-delay path            counter_1Hz[0]        0.44                      1  counter_1Hz[0]
worst max register to register  counter_1Hz[2]        2.09                      3         clk_1Hz
worst min register to register  counter_1Hz[0]        0.44                      1  counter_1Hz[0]
## Yosys cell counts (all sizes together)
master | number | share of area, %
dfxtp | 41 | 45
nand2 | 17 | 3.5
nor2 | 14 | 2.9
xor2 | 13 | 6.2
a21oi | 12 | 3.3
xnor2 | 11 | 5.3
nand3 | 10 | 2.7
nand4 | 10 | 4.2
inv | 7 | 1.4
o21ai | 7 | 1.9
or3 | 7 | 2.4
or4 | 7 | 3.1
o31ai | 6 | 2.5
nor3 | 5 | 1.4
and4 | 4 | 1.9
nor4 | 4 | 2.5
and2 | 3 | 1.0
buf | 3 | 1.3
clkbuf | 3 | 0.68
edfxtp | 2 | 3.3
ha | 2 | 1.4
nand3b | 2 | 0.82
nor2b | 2 | 0.68
and3 | 1 | 0.41
nor4b | 1 | 0.48
## registers in the layout, indices dropped and copies added, names as in the netlist
signal and count:
clk_1Hz 1, clk_1kHz 1, counter_1Hz 25, counter_1kHz 16
## cell families (layout without fill, tap and decap cells)
group / Yosys count / after routing
AND/OR/NAND/NOR: 87 / 87
flip-flops: 43 / 43
AND-OR/OR-AND: 25 / 25
XOR/XNOR: 24 / 24
buffers and inverters: 13 / 16
adder cells (fa/ha/maj): 2 / 2
## report_power, final
part | total, mW | internal (mW) | switching, mW | leakage (nW)
clock | 0.309 | 0.174 | 0.135 | 0.0502
sequential | 0.410 | 0.410 | 0 | 0.353
combinational | 0.000000384 | 0 | 0 | 0.384
No activity file was given, so power comes from the tool's default toggle rates.

===== flow/config.mk =====
export PLATFORM = sky130hd
export DESIGN_NAME = display_controller
export DESIGN_NICKNAME = display_controller
export VERILOG_FILES = /design/flow/design.v
export SDC_FILE = /design/flow/constraint.sdc
export NUM_CORES = 4
export LEC_CHECK = 1
export CORE_AREA = 10 10 110 110
export DIE_AREA = 0 0 120 120

===== flow/constraint.sdc =====
current_design display_controller

set clk_period 1.7
set clk_io_pct 0.2

create_clock -name clk0 -period $clk_period [get_ports {clk_1Hz}]
create_clock -name clk1 -period $clk_period [get_ports {clk_1kHz}]

set non_clock_inputs [all_inputs -no_clocks]
set_input_delay [expr $clk_period * $clk_io_pct] -clock clk0 $non_clock_inputs
set_output_delay [expr $clk_period * $clk_io_pct] -clock clk0 [all_outputs]

===== flow/design.v =====
module display_controller (
    input wire clk_1kHz,           
    input wire clk_1Hz,            
    input wire rst,                
    input wire [4:0] hours,
    input wire [5:0] minutes,
    input wire [5:0] seconds,
    input wire [6:0] year,
    input wire [3:0] month,
    input wire [4:0] day,         
    output reg [7:0] Digitron_Out,  
    output reg [5:0] DigitronCS_Out  
);
reg [3:0] current_digit;
reg [2:0] display_state;  
reg display_mode;  
reg [4:0] half_minute_counter;
parameter _0 = 8'b0011_1111, _1 = 8'b0000_0110, _2 = 8'b0101_1011,
          _3 = 8'b0100_1111, _4 = 8'b0110_0110, _5 = 8'b0110_1101,
          _6 = 8'b0111_1101, _7 = 8'b0000_0111, _8 = 8'b0111_1111,
          _9 = 8'b0110_1111;
always @(posedge clk_1Hz or posedge rst) begin
    if (rst) begin
        half_minute_counter <= 0;
        display_mode <= 0;
    end else begin
        if (half_minute_counter == 29) begin
            half_minute_counter <= 0;
            display_mode <= ~display_mode;
        end else begin
            half_minute_counter <= half_minute_counter + 1;
        end
    end
end
always @(posedge clk_1kHz or posedge rst) begin
    if (rst) begin
        DigitronCS_Out <= 6'b111111;  
        display_state <= 0;
    end else begin
        case (display_state)
            0: DigitronCS_Out <= 6'b111110;  
            1: DigitronCS_Out <= 6'b111101;  
            2: DigitronCS_Out <= 6'b111011;  
            3: DigitronCS_Out <= 6'b110111;  
            4: DigitronCS_Out <= 6'b101111;  
            5: DigitronCS_Out <= 6'b011111;  
        endcase
        display_state <= display_state + 1;
        if (display_state == 5) begin
            display_state <= 0;
        end
    end
end
always @(*) begin
    if (display_mode == 0) begin
        case (display_state)
            0: current_digit <= seconds % 10;
            1: current_digit <= seconds / 10;
            2: current_digit <= minutes % 10;
            3: current_digit <= minutes / 10;
            4: current_digit <= hours % 10;
            5: current_digit <= hours / 10;
        endcase
    end else begin
        case (display_state)
            0: current_digit <= day % 10;
            1: current_digit <= day / 10;
            2: current_digit <= month % 10;
            3: current_digit <= month / 10;
            4: current_digit <= year % 10;
            5: current_digit <= year / 10;
        endcase
    end
end
always @(*) begin
    case (current_digit)
        0: Digitron_Out <=(display_state == 2 || display_state == 4)?( _0 | 8'b1000_0000): _0;
        1: Digitron_Out <=(display_state == 2 || display_state == 4)?( _1 | 8'b1000_0000): _1;
        2: Digitron_Out <=(display_state == 2 || display_state == 4)?( _2 | 8'b1000_0000): _2;
        3: Digitron_Out <=(display_state == 2 || display_state == 4)?( _3 | 8'b1000_0000): _3;
        4: Digitron_Out <=(display_state == 2 || display_state == 4)?( _4 | 8'b1000_0000): _4;
        5: Digitron_Out <=(display_state == 2 || display_state == 4)?( _5 | 8'b1000_0000): _5;
        6: Digitron_Out <=(display_state == 2 || display_state == 4)?( _6 | 8'b1000_0000): _6;
        7: Digitron_Out <=(display_state == 2 || display_state == 4)?( _7 | 8'b1000_0000): _7;
        8: Digitron_Out <=(display_state == 2 || display_state == 4)?( _8 | 8'b1000_0000): _8;
        9: Digitron_Out <=(display_state == 2 || display_state == 4)?( _9 | 8'b1000_0000): _9;
        default: Digitron_Out <= 8'b1111_1111;  
    endcase
end
endmodule

===== flow/run.sh =====
#!/bin/bash
# OpenROAD 26Q1-2900-gdf79404cd8, Yosys 0.63+post, stock flow scripts
make -C /OpenROAD-flow-scripts/flow DESIGN_CONFIG=/design/flow/config.mk WORK_HOME=/design/flow/orfs finish

==> results_slide.txt <==
Implementation Results

Finish
  • Synth-to-Final Area Change: 22.0%
  • Fillers: 1007
  • Share of layout cells above drive strength 1: 0.136

Setup path
  • Largest delay share family, worst path: simple AND/OR/NAND/NOR gates
  • Slowest-stage cell, CP: dfrtp_1
  • CP Capture Type: primary output
  • CP startpoint kind: flip-flop
  • Critical path required time: 1360 ps
  • FF-to-FF path depth: 7
  • Crit-path max cell delay: 380 ps
  • Reg2reg setup slack: 130 ps
  • Setup CP Type: flip-flop to primary output
  • Critical path depth: 4
  • CP Data Arrival Time: 1330 ps
  • CP Cell Sequence: or2_2, nand2_2, nand2_1, dlygate4sd2_1
  • Worst Path Buf+Inv: 1
  • Crit Path Max Fanout: 3

Clock tree
  • # hold bufs at CTS: 0
  • CTS tree: yes
  • Clock Pin Slew Worst Setup and Hold Paths: 50 ps

Timing
  • Unrepaired setup endpoints after global routing: true
  • Worst setup margin: 32.5 ps
  • Slew @ Worst Pin: 734 ps
  • Endpoints left unconstrained: 11
  • Register pins left without a clock: 4
  • Pins Over Slew Limit: 0
  • Final setup fails: 0
  • Hold Slack: 471 ps
  • Fin. Hold Viols: 0
  • Slew HR: 0.509
  • Clock skew: 5.69 ps

Drt
  • Vias/cell: 5.63
  • Vias: 3314
  • Drt initial violations: 231
  • Highest routing layer actually used: met4
  • Residual DRC count: 0
  • Metal-1 WL: 5.20 mm
  • Final ANT Viol Nets: 0
  • Drt total wl: 10.0 mm
  • Drt pass-1 iters: 5
  • Met3 routed WL: 603 um
  • Diodes inserted: 0
  • DR WL/cell: 17.0 um
  • WL met2: 4.11 mm

Synthesis
  • Synth area leader: dfrtp_1
  • Synth top area share: 0.0710
  • Post-Synthesis Cell Area: 3170 um^2
  • Fraction of registers with async set/reset: 0.789
  • Yosys stat area: 3170 um^2
  • Yosys warnings: 1
  • Synth Instances: 412
  • Top_reg_cell synth: dfrtp_1
  • Adder Share, Synth: 0.0434
  • EDFF count, synth: 0
  • Top cells, area: dfrtp_1 7.1%, dfstp_2 5.0%, o21ai_0 4.6%
  • Count of cell types in the netlist: 95
  • Xor/xnor share: 0.0300
  • Basic Gates by Area: 0.285
  • Yosys cell count: 412
  • Synthesized area per cell: 7.70 um^2
  • Mux area share: 0.0296
  • Compound Share, Synth: 0.399
  • Largest logic family: AND-OR/OR-AND gates
  • Synth flops: 19

Die
  • CORE AREA: 9770 um^2
  • Die width: 120 um
  • # rows: 36
  • Fp util: 0.324
  • IO Pins: 50
  • Chip area: 14400 um^2
  • Die height: 120 um

GRT
  • First-pass GRT wire length: 16.4 mm
  • Gr usage total: 0.136
  • Initial antenna violation count: 0
  • Grt total ovfl: 0
  • Vias in the first global route: 3114
  • Largest net degree at the start of global routing: 31

Power
  • Pleak: 1.44 nW
  • Clock group share of total power: 0.384
  • Int Pwr: 0.858 mW
  • Power share of the sequential group: 0.305
  • Comb power frac: 0.312
  • Worst vdd ir: 0.000805 V
  • Psw: 0.334 mW
  • Sw Ratio: 0.280
  • Pwr Total: 1.19 mW
  • Pwr dens: 308 nW/um^2

Min path
  • Hold crit path type: primary input to async pin

Placed design
  • Final RePlAce weighted congestion: 0.896
  • Post-Place Worst Slack: 60.4 ps
  • Dpl hpwl: 8.02 mm
  • Port bufs: 48

Outcome
  • Status: completed

Job
  • Max-cap violations: 0
  • Tool warnings: 32
==> per-layer routing <==
metal / global-route usage / up-vias
met3: 0.0276 / 10
met1: 0.211 / 1548
met2: 0.194 / 89
met5: 0 / -
li1: - / 1667
met4: 0.0151 / 0
==> final cells by class <==
class | instances | area (um^2) | area share
Inverter | 20 | 80.1 | 0.0207
Sequential cell | 19 | 443 | 0.114
Multi-Input combinational cell | 350 | 2520 | 0.651
Tap cell | 133 | 166 | 0.0430
Clock buffer | 7 | 86.3 | 0.0223
Timing Repair Buffer | 60 | 573 | 0.148
==> flip-flops by register name, summed over array words and instances, names as in the netlist <==
name,cells
display_mode,1
current_digit,4
display_state,3
half_minute_counter,5
DigitronCS_Out,6
==> through the flow <==
stage	setup TNS, ps	util	area [um^2]	std cells
floorplan	-46.0	-	3240	412
global placement	0	0.386	3780	582
detailed placement	0	0.386	3780	582
CTS	0	0.395	3860	589
global route	-51.4	0.396	3870	589
finish	0	0.396	3870	589
==> power by group through the flow <==
stage	sequential, mW	combinational, mW	clock, mW
4_1_cts	0.363	0.371	0.468
5_1_grt	0.363	0.410	0.486
6_report	0.363	0.372	0.457
==> synth_stat cells, drive strengths merged (3+ instances only) <==
cell type	instances
nand4	3
dfstp	6
xnor2	8
nor4	3
o31ai	5
a221oi	4
nor3	9
or2	6
a31oi	7
a32oi	3
o21ai	35
inv	18
dfrtp	9
a22oi	9
o221ai	4
a22o	5
a21oi	29
nor2	38
or3	6
nor3b	5
clkbuf	6
o211ai	7
a221o	4
o22ai	3
mux2	3
buf	17
o2bb2ai	4
ha	11
a21o	9
and3	4
a211oi	10
dlxtn	4
nand3b	6
nand3	11
nor2b	9
and2	7
mux2i	6
nand2b	11
nand2	28
==> kinds of logic after synthesis <==
family / Yosys count
simple gates: 156
xor+xnor: 10
mux: 9
compound gates: 164
buf+inv: 43
latches: 4
fa+ha+maj: 11
flops: 15
==> final timing paths <==
| path | start | end |
|---|---|---|
| setup / recovery | display_state[1] | Digitron_Out[7] |
| min in group clk0 | half_minute_counter[4] | half_minute_counter[4] |
| min in group clk1 | DigitronCS_Out[4] | DigitronCS_Out[4] |
| max in group asynchronous | rst | half_minute_counter[2] |
| hold / removal | rst | display_state[0] |
| setup reg to reg | display_state[1] | DigitronCS_Out[0] |
| max in group clk1 | display_state[1] | DigitronCS_Out[0] |
| hold reg to reg | half_minute_counter[4] | half_minute_counter[4] |
==> cell usage in the layout, fill, tap and decap left out, types with 7 or more instances in the layout <==
cell / count
clkdlybuf4s50_1: 47
nor2_1: 36
a21oi_1: 28
o21ai_0: 28
nand2_1: 27
inv_1: 16
buf_4: 11
nand3_1: 10
nand2b_1: 10
ha_1: 10
a21o_1: 9
dfrtp_1: 9
nor3_1: 8
a22oi_1: 7
xnor2_1: 7
nor2b_1: 7
a31oi_1: 7
o211ai_1: 7
a211oi_1: 7
==> worst register-to-register path, stage by stage (launching register included) <==
cell and delay, ps:
dfrtp_1 350, buf_4 270, inv_1 100, nor2_2 140
ha_4 180, or2_1 170, o22ai_1 100, a21oi_1 170
==> what timing repair did <==
action | in CTS | in global routing
gates resized | 2 | 1
endpoints found under the hold margin | 0 | 0
endpoints found under the setup margin | 1 | 2
setup buffers | 0 | 0
No activity file was given, so power comes from the tool's default toggle rates.

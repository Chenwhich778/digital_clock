==> design/flow/design.v <==
module time_counter(
    input wire clk_1Hz,
    input wire rst,
    input wire sw0,
    input wire sw1,
    input wire sw2,
    input wire sw3,
	 input wire sw7,
    output reg led_1,
    output reg led_2,
    output reg led_3,
    output reg day_increment,
    output reg [4:0] hours,
    output reg [5:0] minutes,
    output reg [5:0] seconds
);
always @(posedge clk_1Hz) begin
        if (rst) begin
            hours <= 0;
            minutes <= 0;
            seconds <= 0;
            day_increment <= 0;
        end else if(sw0) begin
				hours <= hours;
            minutes <= minutes;
            seconds <= seconds;
            if (sw1) begin
                led_1 <= 1;
                seconds <= seconds + 1;
					 if(seconds == 59) seconds <= 0;
            end else begin
                led_1 <= 0;
            end
            if (sw2) begin
                led_2 <= 1;
                minutes <= minutes + 1;
					 if(minutes == 59) minutes <= 0;
            end else begin
                led_2 <= 0;
            end
            if (sw3) begin
                led_3 <= 1;
                hours <= hours + 1;
					 if(hours==23) hours <= 0;
            end else begin
                led_3 <= 0;
            end
		  end
		  else if(sw7) begin
		    hours<=23;
			 minutes<=59;
			 seconds<=50;
		  end
		  else begin
            if (seconds == 59) begin
                seconds <= 0;
                if (minutes == 59) begin
                    minutes <= 0;
                    if (hours == 23) begin
                        hours <= 0;
                        day_increment <= 1;
                    end else begin
                        hours <= hours + 1;
                        day_increment <= 0;
                    end
                end else begin
                    minutes <= minutes + 1;
                    day_increment <= 0;
                end
            end else begin
                seconds <= seconds + 1;
                day_increment <= 0;
            end
        end
    end
endmodule
==> design/flow/run.sh <==
#!/bin/bash
# OpenROAD 26Q1-2900-gdf79404cd8, Yosys 0.63+post, stock flow scripts
make -C /OpenROAD-flow-scripts/flow DESIGN_CONFIG=/design/flow/config.mk WORK_HOME=/design/flow/orfs finish
==> design/flow/config.mk <==
export PLATFORM = sky130hd
export DESIGN_NAME = time_counter
export DESIGN_NICKNAME = time_counter
export VERILOG_FILES = /design/flow/design.v
export SDC_FILE = /design/flow/constraint.sdc
export NUM_CORES = 4
export LEC_CHECK = 1
export CORE_AREA = 10 10 107 107
export DIE_AREA = 0 0 117 117
==> design/flow/constraint.sdc <==
current_design time_counter

set clk_period 3.4
set clk_io_pct 0.2

create_clock -name clk0 -period $clk_period [get_ports {clk_1Hz}]

set non_clock_inputs [all_inputs -no_clocks]
set_input_delay [expr $clk_period * $clk_io_pct] -clock clk0 $non_clock_inputs
set_output_delay [expr $clk_period * $clk_io_pct] -clock clk0 [all_outputs]
==> run summary <==
DPL Wire Length: 2.70 mm
Finished Core Util: 17.6%
Clk Latency, worst-skew pair: 260 ps
Synthesized chip area reported by yosys: 0.00119 mm^2
Most numerous logic cell after layout: clkdlybuf4s50_1
Pre-Repair DR Iteration Count: 4
Critical Path Fanout Max: 10
CTS H-Tree Depth: 1
Register share of total power: 52.1%
Worst-case headroom to the max-slew limit: 44.3%
Max Fclk: 0.410 GHz
Post-cts gate resize count: 0
Number of DRC markers after the initial detailed-route iteration: 39
Most frequently placed logic cells in the final layout: clkdlybuf4s50_1, dfxtp_1, nor2_1, inv_1, a21oi_1
Filler Cells Inserted: 1028
Chip Height: 117 um
Total standard cell area after synthesis: 0.00119 mm^2
Post-Synthesis Cells: 137
Post-synth top area cell: dfxtp_1
Worst Path Required: 3580 ps
Post-detailed-routing wire length: 3.58 mm
IR drop worst, VDD: 0.122 mV
Reg clk slew, reported paths: 80 ps
Net Sw Power: 154 uW
Mapped Avg Cell Area: 8.67 um^2
Endpoint of the most critical register-to-register path: hours[1]
Width of the die: 117 um
Number of warnings reported in the yosys synthesis log: 1
Commonest flop: dfxtp_1
Fraction of layout cells with a size suffix above 1: 8.64%
Unrepaired setup endpoints after global routing: no
Finished layout cell area: 0.00162 mm^2
Routed vias: 1142
Largest clock skew in the final design: 2.77 ps
Area Growth Syn to Fin: 36.0%
#FFs+latches synth: 21
Crit path launch type: input port
Buffer levels on the longest clock path: 2
Setup Viol. Count Final: 0
All-Layer GR Usage: 5.10%
CP Capture Type: flop
Hold WC Path Type: flop to flop
CTS tree: done
Site Rows: 35
Status: completed
Power density over the cells: 351 mW/mm^2
WHS: 497 ps
Arr. time, crit path: 2620 ps
Number of buffers inserted during clock tree synthesis: 3
Synth unique cells: 46
DRC violations left: 0
Port bufs: 27
Share of total power in combinational logic: 19.0%
CTS Root Cell: clkbuf_8
Final min period: 2440 ps
Setup Slack @ Placement: 712 ps
Weighted congestion reported at the end of routability-driven placement: 0.906
Post-synth EDFFs: 3
Total gr overflow: 0
First-pass GRT wire length: 5.64 mm
Leak: 0.550 nW
Final worst path period share: 71.7%
Sink of the worst hold path: day_increment
Placement-stage cell area: 0.00157 mm^2
Proportion of synthesized chip area in sequential cells: 37.9%
Area fraction of the dominant cell type after synthesis: 30.3%
Init Core Util: 12.9%
Proportion of register bits with asynchronous set or reset after synthesis: 0%
Worst min-delay path startpoint: day_increment
Worst-case setup margin in the final layout: 963 ps
Placeable Area: 0.00920 mm^2
Slew Viols, Final: 0
Cells taking the most area after synthesis: dfxtp_1, edfxtp_1, a21oi_1
Ratio of routed vias to standard cells: 4.18
Number of cells on the worst reg-to-reg path: 5
Reg2Reg Launch Point: minutes[0]
Total negative slack: 0 ps
Post-CTS Setup Repair Bufs: 0
Critical setup path kind: input port to flop
Depth of the worst hold-timing path: 2
Internal Pwr Total: 413 uW
Count of instantiated cells in the yosys netlist: 137
Final routed wire length divided by cell count: 13.1 um
Antenna violations before repair: 0
Total of max-cap violations: 0
R2r setup slk: 1130 ps
Switching fraction of total power: 27.1%
Hold Vio Cnt, Final: 0
Pin count of the biggest net entering global routing: 24
Number of primary I/O pins: 28
Die area: 0.0137 mm^2
Number of warning messages in the logs: 25
Clock power frac: 28.9%
TritonCTS sink count: 21
Number of antenna-violating nets in the routed design: 0
Via count of the first global-routing pass: 1063
Slew @ Worst Pin: 833 ps
Diode insertion count for antenna repair: 0
CTS hold repair buffers: 0
per-layer routing:
layer,share of wire (%),GRT usage (%),vias to the layer above,wire length (um)
met2,43,7.27,20,1550
met1,48,7.15,547,1710
li1,-,-,575,-
met4,0,0.247,0,0
met5,0,0,-,0
met3,8.9,2.48,0,318
critical path, stage by stage:
cell             delay (ps)
clkdlybuf4s50_1         560
or2_2                   390
o31a_2                  370
or4b_1                  470
a21oi_1                 140
synth_stat cells (4+ instances only):
cell,n
nand4_1,4
clkbuf_1,4
dfxtp_1,18
inv_1,11
nand2_1,5
nor3_1,7
nand2b_1,5
nor2_1,13
a21oi_1,11
o21ai_0,4
a211oi_1,5
area by class of cell:
| cell class | instances | area (um^2) | area share (%) |
|---|---|---|---|
| well taps | 111 | 139 | 8.60 |
| clock buffers | 3 | 41.3 | 2.56 |
| multi-input cells | 99 | 668 | 41.4 |
| inverters | 11 | 41.3 | 2.56 |
| flip-flops and latches | 21 | 450 | 27.9 |
| repair buffers | 27 | 270 | 16.7 |
| clock inverters | 1 | 5.00 | 0.310 |
power groups by stage:
| stage | combinational (mW) | sequential, mW | clock [mW] |
|---|---|---|---|
| final | 0.107 | 0.295 | 0.164 |
| after global routing | 0.120 | 0.300 | 0.179 |
| after CTS | 0.110 | 0.296 | 0.169 |
worst max-delay path by stage:
stage	startpoint	to	slack, ps	depth (start not counted)
CTS	sw0	minutes[2]	980	5
global route	sw0	hours[2]	870	5
finish	sw0	minutes[2]	960	5
metrics by stage:
step,power (mW),instances
after floorplan,0.345,137
after global placement,0.410,269
after detailed placement,0.410,269
after CTS,0.575,273
after global routing,0.599,273
final,0.566,273
kinds of logic after synthesis:
logic type                 after synthesis  share of synthesized area, %
adders and majority gates                3                          3.16
buffers and inverters                   17                          5.80
DFF                                     21                          37.9
xor gates and xnor gates                 2                          1.48
and+or+nand+nor                         50                          24.3
AOI/OAI and AO/OA                       44                          27.3
flip-flops by register name (all words and copies together) (netlist names):
register       cells
led_2              1
led_1              1
hours              5
day_increment      1
led_3              1
minutes            6
seconds            6
Power figures rest on the tool's default switching activity, not on a simulated workload.
